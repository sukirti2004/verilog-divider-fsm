File: design.v
module mux(out, in1, in0, select); 
    input [15:0] in1, in0;
    input select;
    output  [15:0] out;
    assign out = select? in1 : in0;
    always @(in0 or in1 or select) begin
    #0;   
    end
endmodule
File: run.sh
#!/bin/bash
# OpenROAD 26Q1-2900-gdf79404cd8, Yosys 0.63+post, stock flow scripts
make -C /OpenROAD-flow-scripts/flow DESIGN_CONFIG=/design/flow/config.mk WORK_HOME=/design/flow/orfs finish
File: config.mk
export PLATFORM = sky130hd
export DESIGN_NAME = mux
export DESIGN_NICKNAME = mux
export VERILOG_FILES = /design/flow/design.v
export SDC_FILE = /design/flow/constraint.sdc
export NUM_CORES = 4
export LEC_CHECK = 1
export CORE_AREA = 10 10 70 70
export DIE_AREA = 0 0 80 80
File: constraint.sdc
current_design mux

set clk_period 1.0
set clk_io_pct 0.2

create_clock -name clk0 -period $clk_period

set non_clock_inputs [all_inputs -no_clocks]
set_input_delay [expr $clk_period * $clk_io_pct] -clock clk0 $non_clock_inputs
set_output_delay [expr $clk_period * $clk_io_pct] -clock clk0 [all_outputs]
==> impl.org <==
#+TITLE: Synthesis and PnR summary

** Outcome
- The run finished, with violations left.
- The checks that failed: setup timing.

** Setup path
- At the worst endpoint, the required time is 0.80 ns.
- Among the stages of the critical path, the cell type that occurs most often is buf_12.
- In this run the worst path has a maximum fanout of 8.
- STA classifies the critical path startpoint as an input pin.
- Walking the worst path, the cells encountered are buf_12 > buf_12 > mux2_4 > buf_6.
- Data arrives at the worst endpoint at 0.86 ns.
- Among all stages on the critical path, the largest delay is contributed by mux2_4.
- The worst setup path is captured at an output port.
- The critical path is of the in -> out type.
- Critical path's largest stage delay :: 0.30 ns

** STA
- The final layout reports a setup TNS of -0.817 ns.
- The final timing report derives a shortest allowable period of 1.06 ns.
- Final count of hold timing violations :: 0
- Min setup slack post-route :: -0.0564 ns
- Of the available clock period, the critical path in the final layout requires 1.06.
- Unrepaired setup endpoints after global routing :: yes
- Worst-case hold slack :: 0.794 ns
- Headroom to the max-slew limit :: 0.953
- Setup violations, final :: 16
- Looking at the max-slew report, the worst-margin pin has a slew of 0.0710 ns.
- Max Slew Vio Count :: 0
- In this build the clock could be raised as far as 0.947 GHz.

** Route
- In this run the remaining antenna-violating nets after routing total 0.
- Antenna repair during routing inserted a diode count of 0.
- Number of DRC violations after detailed-routing iteration 0 :: 2
- Routed WL per cell :: 12.4 um
- The first detailed-routing pass took 2 iterations.
- The routed layout has 359 vias.
- Dividing the detail-routed via count by the number of cells gives 3.18.
- Wirelength, routed :: 1.41 mm
- DRC violations left :: 0

** Hold path
- The tightest min-delay check is of the in -> out type.

** Synthesis
- Counting the warning lines in the Yosys log gives 1.
- Yosys top cell by area :: mux2_4
- Dominant cells by area after synthesis :: mux2_4, mux2_2, buf_12
- Synthesized area per cell :: 13.8 um^2
- For reference, the top cells by count after synthesis are mux2_4, mux2_2, buf_12, buf_6.
- Of the synthesized area, sequential elements account for 0.
- The area fraction of the largest cell type after synthesis is 0.603.
- After synthesis, the design contains 18 cells according to Yosys.
- Syn Std Cell Area :: 249 um^2
- Sorting the synthesis cell report by count puts at the top mux2_4.
- Post-synthesis instance total :: 18
- The netlist uses 4 different library cells.
- After synthesis, the chip area reported by Yosys is 249 um^2.

** Global routing
- Antenna violations before repair :: 0
- The first global-routing pass estimated 2.19 mm of wire.
- Met2 global-route usage :: 0.0449
- Entering global routing, the biggest net connects 9 pins.
- The number of global-route vias before repair was 430.
- Global routing put the most usage on met1.
- Summed over all layers, the global routing overflow is 0.
- For this run, the total global-route usage over all layers was measured as 0.0420.
- On met1, the global router reports a usage of 0.0639.
- On met3, the global router reports a usage of 0.0330.

** Final layout
- Of the cells placed in the final design, the portion with a size suffix greater than 1 is 0.522.
- The layout has 0 clock buffers.
- After filler insertion, the fill cell instance count of the layout stands at 374.
- FFs & Latches :: 0
- Between the synthesized netlist and the finished layout, the area growth was recorded as 219%.
- The final report lists a non-filler cell total of 113.
- In the final layout, flip-flops and latches occupy 0 um^2.

** Die
- Pin placement for this block handled 49 I/O pins.
- The initial utilization of the core area, before any placement, comes to 0.0729.
- According to the floorplan report, the total die area is 6400 um^2.
- Area of the core :: 3420 um^2
- From left edge to right edge, the die measures 80 um.
- The die is 80 um tall.
- Num rows :: 21

** Placed design
- Setup slack on the worst path after placement came out at -0.853 ns.
- The final weighted congestion recorded by global placement is 0.815.
- Post-detail-place hpwl :: 1.22 mm
- Once placement completed, the tool counted placed cells totaling 112.
- Input and output buffers added on the ports amount to 49.

** Clock network
- Post-CTS timing repair inserted 0 buffers for setup.
- The post-CTS hold buffer count recorded in the log is 0.

** Job
- Max-cap violations :: 0
- Across all stage logs, warnings added up to 34.

** Power
- Pwr per Cell Area :: 379 nW/um^2
- For this design the static power due to leakage is 0.417 nW.
- The final power report lists total power as 0.301 mW.
- VDD IR-drop max :: 0.151 mV
## per-stage QoR
stage          cell area [um^2]  utilization
2_1_floorplan               249            -
3_3_place_gp                786        0.230
3_5_place_dp                786        0.230
4_1_cts                     763        0.223
5_1_grt                     795        0.233
6_report                    795        0.233
## worst paths after layout
path | start | end | slack (ns) | cells past startpoint
max | select | out[14] | -0.06 | 4
min | in0[5] | out[5] | 0.79 | 3
## layout by cell type (no fill, tap or decap), drive strengths merged
cell,synthesis,layout
buf,2,19
dlygate4sd2,0,32
mux2,16,16
## area by class of cell
cell class / instances / area [um^2] / area share
repair buffers: 51 / 497 / 0.625
well taps: 46 / 57.6 / 0.0724
multi-input cells: 16 / 240 / 0.302
## timing repair
action / in CTS / in global routing
cloned: 1 / 0
setup endpoints to repair: 16 / 16
gates resized: 102 / 5
endpoints found under the hold margin: 0 / 0
## critical path, delay by kind of cell
family	cells	cell delay (ns)
buffers and inverters	3	0.36
muxes	1	0.30
## layer usage
| layer | up-vias | wire [um] |
|---|---|---|
| met4 | 0 | 0 |
| li1 | 167 | - |
| met3 | 0 | 329 |
| met5 | - | 0 |
| met2 | 49 | 337 |
| met1 | 143 | 738 |
## power breakdown
| part | total (mW) | switching, mW | internal [mW] |
|---|---|---|---|
| combinational | 0.301 | 0.0674 | 0.234 |
| clock | 0 | 0 | 0 |
| sequential | 0 | 0 | 0 |
| total | 0.301 | 0.0674 | 0.234 |
## logic make-up (layout without fill, tap and decap cells)
family                 count (synthesis)  after routing  share of synthesized area
buffers and inverters                  2             51                      0.126
muxes                                 16             16                      0.874
Power figures rest on the tool's default switching activity, not on a simulated workload.
