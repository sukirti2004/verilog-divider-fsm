**./constraint.sdc**
```tcl
current_design countP

set clk_period 2.4
set clk_io_pct 0.2

create_clock -name clk0 -period $clk_period [get_ports {clock}]

set non_clock_inputs [all_inputs -no_clocks]
set_input_delay [expr $clk_period * $clk_io_pct] -clock clk0 $non_clock_inputs
set_output_delay [expr $clk_period * $clk_io_pct] -clock clk0 [all_outputs]
```
**./run.sh**
```bash
#!/bin/bash
# OpenROAD 26Q1-2900-gdf79404cd8, Yosys 0.63+post, stock flow scripts
make -C /OpenROAD-flow-scripts/flow DESIGN_CONFIG=/design/flow/config.mk WORK_HOME=/design/flow/orfs finish
```
**./config.mk**
```make
export PLATFORM = sky130hd
export DESIGN_NAME = countP
export DESIGN_NICKNAME = countP
export VERILOG_FILES = /design/flow/design.v
export SDC_FILE = /design/flow/constraint.sdc
export NUM_CORES = 4
export LEC_CHECK = 1
export CORE_AREA = 10 10 70 70
export DIE_AREA = 0 0 80 80
```
**./design.v**
```verilog
module countP(Pout, incP, clearP, clock);
    input  clock, clearP, incP;
    output reg [15:0] Pout;
    always @(posedge clock) begin
        if(clearP == 1) Pout <= 0;
        else if(incP == 1) Pout <= Pout + 1; 
    end
endmodule
```
==> Changelog: implementation <==
### Implementation results

* Total grt overflow at 0
* Terminus of the critical flop-to-flop path: Pout[14]
* Die Height at 80 um
* Drt wl/cell at 11.4 um
* Worst Setup Start Kind: input port
* Number of cell instances after yosys synthesis at 83
* Critical path launch point: incP
* Maximum achievable frequency at 513 MHz
* Warning count from the yosys run at 1
* DIE AREA at 6400 um^2
* Max-slew violation total from the final report at 0
* Chain of cells forming the critical path: clkdlybuf4s50_1 > nand4_4 > nor4_4 > or3b_1 > a21oi_1
* Register ranked first by flip-flop count: Pout
* Vias per inst at 4.07
* RSZ-0062 raised after global routing: false
* Register cell area after layout at 320 um^2
* Number of cells after detailed placement at 145
* Post-route antenna net violation count at 0
* Top area contributor share at 0.423
* EDFF count, synth at 0
* Aggregate routed wire length at 1.70 mm
* CTS-repair resized insts at 0
* First-pass iteration count of the detailed router at 4
* Critical path's slowest cell: clkdlybuf4s50_1
* Peak ir drop on the vdd network at 0.260 mV
* Max Cap Violations at 0
* Final estimated routing congestion in global placement at roughly 0.77
* Total track usage at 0.0525
* Floorplan die width at 80 um
* Class of the tightest hold or removal check: flop to flop
* Total number of warnings across the stage logs at 25
* Area of the multi-input gates at 418 um^2
* Leak pwr at 0.000350 uW
* Minimum clock period after layout at approximately 2.0 ns
* Setup crit end: Pout[13]
* Sink Count at 16
* Max reg flops at 16
* Number of failing hold endpoints at the final stage at 0
* Count of boundary I/O pins at 19
* Number of cells produced by synthesis at 83
* Crit path kind: input port to flop
* Largest registers in the final layout: Pout x16
* Mapped cell area at 757 um^2
* Wire length of the first global-routing pass at about 2.7 mm
* Chip area from the yosys synthesis statistics at 757 um^2
* Headroom to the max-slew limit at 0.734
* Cell types with the highest counts after synthesis: 16 x dfxtp_1, 16 x nor2_1, 6 x nand2_1, 6 x xnor2_1, 4 x xor2_1
* Total power per unit cell area at ~470 nW/um^2
* Cell Type Count at 28
* Proportion of synthesized flip-flops having asynchronous set or reset at 0
* Cell type contributing the most total cell area after synthesis: dfxtp_1
* Delay of the slowest critical-path stage at 0.63 ns
* Most common reg cell: dfxtp_1
* Depth of the worst register-to-register path at 4
* Drt drc at 0
* Ratio of cells with drive above 1 in the final layout at 0.126
* CTS tree: yes
* Arrival time at the worst endpoint at between 2 and 2.5 ns
* Share of the clock period used by the worst path after layout at 0.813
* Post-route insts no fill at 149
* Latest clock arrival within the worst-skew pair at 0.29 ns
* CP max FO at 8
* Routed via count at 607
* # hold bufs at CTS at 0
* Root Buffer Master: clkbuf_4
* Util after Layout at 0.301
* TritonCTS buffer count at 3
* Clock skew at 0.00114 ns
* Dpl hpwl at 1.24 mm
* Setup slack on the worst flop-to-flop path at 0.60 ns
* Mean Syn Cell Area at 9.12 um^2
* Register share after synthesis at 0.423
* Biggest area cells: dfxtp_1 42%, nor2_1 7.9%, xnor2_1 6.9%
* Core region area at 3420 um^2
* Via count of the first global-routing pass at 582
* Floorplan core density at 0.222
* Row count at 21
* Post-CTS repair timing setup buffer count at 0
* Max Buffers Root-to-Sink at 2
* Number of antenna violations at the first check in global routing at 0
* Count of antenna diodes in the layout at 0
* Number of DRC violations after detailed-routing iteration 0 at about 53
* CTS H-tree lvls at 1
* Number of port buffers at 18
* Setup tns final at 0 ns
* Layout Area Growth over Synthesis at 35.7%
* Maximum number of pins on one net before global-route repair at 12
* Outcome: completed
* Final total power at 484 uW
* Reg-to-reg startpoint: Pout[5]
* Clock transition at path regs at 0.10 ns
* Flip-flop and latch count after synthesis at 16
* Actual slew at the worst max-slew pin at 0.398 ns
* Fillers at 364
* Total of endpoints with negative setup slack in the final report at 0
* CP endpoint kind: flop
* Worst Path Required at 2.62 ns
-- worst min path at each step --
stage,startpoint,to,slack [ns],depth (start not counted)
after CTS,Pout[13],Pout[13],0.52,2
after global routing,Pout[13],Pout[13],0.58,2
final,Pout[13],Pout[13],0.53,2
-- cell type report --
type	count	share of cell area
well taps	46	0.0560
inverters	2	0.00731
repair buffers	19	0.183
clock buffers	4	0.0353
multi-input cells	62	0.407
flip-flops and latches	16	0.312
-- cell families (layout without fill, tap and decap cells) --
logic type	after synthesis	in the layout	synth area share
buffers and inverters	5	25	0.0248
flip-flops	16	16	0.423
multiplexers	3	3	0.0430
adder cells (fa/ha/maj)	1	1	0.0165
AND-OR/OR-AND	6	6	0.0496
AND/OR/NAND/NOR	42	42	0.327
XOR/XNOR	10	10	0.116
-- stage by stage --
stage | setup slack [ns] | hold slack [ns] | instance area [um^2]
4_1_cts | 0.476 | 0.525 | 1030
3_5_place_dp | 0.172 | 0.503 | 991
3_3_place_gp | 0.208 | 0.497 | 991
5_1_grt | 0.325 | 0.583 | 1030
6_report | 0.449 | 0.535 | 1030
2_1_floorplan | 0.792 | 0.447 | 757
-- critical path, delay by kind of cell --
kind	cells	cell delay (ns)
AND-OR/OR-AND	1	0.15
AND/OR/NAND/NOR	3	0.91
buffers and inverters	1	0.63
-- routing by layer --
layer	part of all wire	wire length, um	global-route usage
met4	0.0071	12	0.00528
met5	0	0	0
met1	0.49	830	0.0669
met3	0.11	193	0.0284
met2	0.39	665	0.0795
-- placed cells by master (no fill, tap or decap), drive strengths merged --
cell type	n
nand3	3
or2	1
nand4	3
o41ai	1
ha	1
xnor2	6
nor4b	1
nand2b	1
a31o	1
nand2	6
mux2	2
nor2b	1
and3	1
inv	2
o21ai	1
or3	1
nor2	16
clkdlybuf4s50	18
mux2i	1
xor2	4
buf	1
nor3	3
dfxtp	16
clkbuf	4
nor4	4
a21oi	3
or3b	1
-- power breakdown --
group,switching (uW),internal [uW],total (uW)
logic,11.3,15.1,26.4
registers,5.69,269,275
clock network,90.3,92.5,183
Power and IR drop assume default switching activity.
