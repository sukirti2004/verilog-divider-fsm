[/design/flow/design.v]
module pipo(out, in, load, clock);
    input [15:0] in;
    input load, clock;
    output reg [15:0] out;
    always @(posedge clock) begin 
        if(load == 1) begin
            out <= in;
            end
    end
endmodule
[/design/flow/run.sh]
#!/bin/bash
# OpenROAD 26Q1-2900-gdf79404cd8, Yosys 0.63+post, stock flow scripts
make -C /OpenROAD-flow-scripts/flow DESIGN_CONFIG=/design/flow/config.mk WORK_HOME=/design/flow/orfs finish
[/design/flow/config.mk]
export PLATFORM = sky130hd
export DESIGN_NAME = pipo
export DESIGN_NICKNAME = pipo
export VERILOG_FILES = /design/flow/design.v
export SDC_FILE = /design/flow/constraint.sdc
export NUM_CORES = 4
export LEC_CHECK = 1
export CORE_AREA = 10 10 71 71
export DIE_AREA = 0 0 81 81
[/design/flow/constraint.sdc]
current_design pipo

set clk_period 1.0
set clk_io_pct 0.2

create_clock -name clk0 -period $clk_period [get_ports {clock}]

set non_clock_inputs [all_inputs -no_clocks]
set_input_delay [expr $clk_period * $clk_io_pct] -clock clk0 $non_clock_inputs
set_output_delay [expr $clk_period * $clk_io_pct] -clock clk0 [all_outputs]
==> metrics.cfg <==
[detailed_routing]
drcViolationCount=0
drt_iter0_drc=9
viasPerCell=2.90
diodes=0
vias=299
drt_pass1_iterations=2
ant_nets=0
wl_per_cell_um=12.5
wirelength_um=1290

[flow_run]
cap_violations=0
warning_count=25

[cts]
htreeDepth=1
holdBufCountCts=0
cts-root-buf=clkbuf_8
cts_tree=built
clk_path_buf_depth=2
cts_sinks=16
numCtsBuffers=3
clkTransAtPathRegs_ns=0.06

[synthesis]
synthCells=16
avgSynthCellArea_um2=30.0
ys_seq_elements=16
ys_area_um2=480
ys_types=1
synth_area_um2=480
yosys_warnings=1
yosys_cells=16
synth_seq_share_pct=100

[finish]
reg.largest.list=out (16)
fin_util_pct=23.8
combGateArea_um2=0
syn2layout_area_growth_pct=79.7
regMostFlops=out
logic_gates=0
largest_reg_flops=16
drive_gt1_share_pct=38.2

[placed_design]
io_buffers=33
pre_cts_slack_ns=-0.207
gp_congestion=0.690

[worst_hold_path]
min_from=in[2]
hold_path_class=in -> reg
hold_depth=1

[timing]
timing.final.hold_violations=0
final_max_slew_viol_count=0
tightest_slew_ns=0.147
fmax_mhz=1070
setup_viol=0
worst_slack_ns=0.0658
rsz0062_at_grt=false
post-route-period-util_pct=93.4
max-slew-margin-rel_pct=90.2
period_minus_slack_ns=0.934

[global_route]
grt_pass1_vias=362
grt_remaining_overflow=0
grt_use_total_pct=3.91
grt_pass1_wl_um=1920
grt_antenna_before_repair=0
grt_max_degree=15

[critical_path]
worst_path_max_delay_cell=clkdlybuf4s50_1
critical_path.endpoint=out[13]
cp.required_ns=0.96
endpoint_kind=flip-flop
path_max_fanout=14
critPathLaunch=load
crit_type=in -> reg
crit_family=buffers and inverters
crit_path_start_kind=primary input
cp_num_buf_inv=2
path_cells=clkdlybuf4s50_1 -> buf_12
cp.depth=2
max_stage_delay_ns=0.53
cp_data_arrival_time_ns=0.90

[pwr]
vdd_drop_max_v=0.000479
leakagePower_nw=0.324
power_per_cell_area_nw_per_um2=1650

[floorplan]
io_pins=34
core-area_um2=3630
initial_core_util_pct=13.2
dieArea_um2=6560
die_width_um=81
rows=22
die_y_um=81

[outcome]
run_status=completed

synth_stat cells (all sizes together):
cell type / instances / share of area, %
edfxtp: 16 / 100
cells by family (layout without fill, tap and decap cells):
| kind of cell | after synthesis | after routing | share of synthesized area [%] |
|---|---|---|---|
| DFF | 16 | 16 | 100 |
| buffers and inverters | 0 | 39 | 0 |
how the worst min path moves through the flow:
stage	to	slack [ns]
finish	out[2]	0.50
global route	out[2]	0.50
CTS	out[2]	0.50
layer usage:
metal  part of all wire [%]  vias to the layer above  global-route usage, %
met5                      0                        -                      0
met4                   0.78                        0                  0.692
met3                     14                        2                   2.90
met2                     47                       20                   5.65
met1                     38                      135                   4.68
li1                       -                      142                      -
power by group:
group | switching (mW) | internal, mW | leakage, nW
combinational | 0.0315 | 0.0981 | 0.144
clock | 0.216 | 0.272 | 0.0231
sequential | 0.0107 | 0.796 | 0.157
metrics by stage:
step	power (mW)	setup TNS (ns)	hold slack [ns]	instances	instance area, µm²
after floorplan	0.811	0	0.299	16	480
after global placement	1.00	-2.93	0.755	99	898
after detailed placement	1.01	-3.24	0.758	99	898
after CTS	1.46	0	0.495	103	878
after global routing	1.51	0	0.496	103	863
final	1.42	0	0.505	103	863
cell usage in the layout, fill, tap and decap left out:
cell type,n
clkdlybuf4s50_1,17
edfxtp_1,16
buf_2,13
clkbuf_8,3
clkbuf_2,3
clkinv_1,1
buf_4,1
buf_12,1
cell type report:
cell class	instances	area, µm²
Clock buffer	3	41.3
Clock inverter	1	3.75
Fill cell	391	2770
Sequential cell	16	480
Tap cell	48	60.1
Timing Repair Buffer	35	278
timing repair:
action / in CTS / in global routing
gates resized: 45 / 3
setup endpoints to repair: 16 / 3
buffers inserted: 0 / 0
cloned: 0 / 0
Power figures rest on the tool's default switching activity, not on a simulated workload.
